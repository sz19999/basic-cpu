==> design.v <==
module alu(alu_op, A, bus, G);
parameter word = 16;
input [1:0] alu_op;
input [word-1:0] A, bus;
output [word-1:0] G;
reg [word-1:0] G;
localparam ALU_NOP = 2'b00;	 
localparam ALU_ADD = 2'b01;	 
localparam ALU_SUB = 2'b10;    
always @(*) begin
	case(alu_op)
		ALU_ADD:
			G = A + bus;
		ALU_SUB:
			G = A - bus;
		default:
			G = A;  
	endcase
end
endmodule
module control_unit(run, resetn, IR, counter, clear, IRin,
						  DINout, Rout, Gout, Rin, Gin, Ain, alu_op, done);
input  run, resetn;
input  [1:0] counter;
input  [8:0] IR;
output [7:0] Rout;
output [7:0] Rin;
output clear, IRin, DINout, Gout, Gin, Ain, done;
output [1:0] alu_op;
reg Ain, Gin, Gout, clear, done, IRin, DINout;
reg [7:0] Rin;
reg [7:0] Rout;
reg [1:0] alu_op;
localparam ALU_NOP = 2'b00;	 
localparam ALU_ADD = 2'b01;	 
localparam ALU_SUB = 2'b10;    
localparam OP_NOP = 3'b000;
localparam OP_MV  = 3'b001;
localparam OP_ADD = 3'b010;
localparam OP_SUB = 3'b011;
localparam OP_MVI = 3'b100;
wire [2:0] opcode, Rx, y;
assign opcode = IR[8:6];
assign     Rx = IR[5:3];
assign      y = IR[2:0];
always @(*) begin
   Rout   = 8'b0000_0000;
	Rin    = 8'b0000_0000;
	Ain    = 1'b0;
   Gin    = 1'b0;
	Gout   = 1'b0;
	IRin   = 1'b0;
	DINout = 1'b0;
	clear  = 1'b0;
	done   = 1'b0;
	alu_op = ALU_NOP;
	if (!resetn) begin
		clear = 1;	 
	end
	else if (run && resetn)
		if (counter == 2'b00)
			IRin   = 1'b1;   
		else begin
			case(opcode)
				OP_NOP:
					if (counter == 2'b01)
						begin
							clear = 1'b1;
							done  = 1'b1;
						end
				OP_MV:
					case(counter)
						2'b01:
							begin
								Rout = (8'b1 << y);	 
								Rin  = (8'b1 << Rx);	 
							end
						2'b10:
							begin
								clear = 1'b1;	 
								done  = 1'b1;	 
							end
					endcase
				OP_ADD:
					case(counter)
						2'b01: begin
							Rout = (8'b1 << Rx);	  
							Ain  = 1'b1; 			  
						end
						2'b10: begin		
							Rout   = (8'b1 << y);  
							alu_op = ALU_ADD; 	  
							Gin	 = 1'b1;			  
						end
						2'b11: begin		
							Gout = 1'b1;			 
							Rin  = (8'b1 << Rx);  
							clear = 1'b1;
							done  = 1'b1;
						end
					endcase
				OP_SUB:
					case(counter)
						2'b01: begin
							Rout = (8'b1 << Rx);	  
							Ain  = 1'b1; 			  
						end
						2'b10: begin		
							Rout   = (8'b1 << y);  
							alu_op = ALU_SUB; 	  
							Gin	 = 1'b1;			  
						end
						2'b11: begin		
							Gout = 1'b1;			 
							Rin  = (8'b1 << Rx);  
							clear = 1'b1;
							done  = 1'b1;
						end
					endcase
				OP_MVI:
					case(counter)
						2'b01:
							begin
								DINout = 1'b1;			 
								Rin  = (8'b1 << Rx);  
							end
						2'b10:
							begin
								clear = 1'b1;
								done  = 1'b1;
							end
					endcase
			endcase
		end
	end
endmodule
module counter(clk, clear, count);
parameter N = 2;
input clk, clear;
output [N-1:0] count;
reg [N-1:0] count;
always @(posedge clk)
	if (clear)
		count <= {N{1'b0}};
	else
		count <= count + 1;
endmodule
module mux4x16(din, registers, select, bus);
parameter word = 16;
parameter k = 9;							 
input  [word-1:0] din;
input  [word*k-1:0] registers;       
input  [9:0] select;						 
output [word-1:0] bus;
reg [word-1:0] bus;
always @(*) begin
	case (select)
		10'b00_0000_0001: bus = din;          								   
		10'b00_0000_0010: bus = registers[word*k-1 : word*(k-1)]; 	   
		10'b10_0000_0000: bus = registers[word*(k-1)-1 : word*(k-2)];  
      10'b01_0000_0000: bus = registers[word*(k-2)-1 : word*(k-3)];  
      10'b00_1000_0000: bus = registers[word*(k-3)-1 : word*(k-4)];  
      10'b00_0100_0000: bus = registers[word*(k-4)-1 : word*(k-5)];  
      10'b00_0010_0000: bus = registers[word*(k-5)-1 : word*(k-6)];  
      10'b00_0001_0000: bus = registers[word*(k-6)-1 : word*(k-7)];  
      10'b00_0000_1000: bus = registers[word*(k-7)-1 : word*(k-8)];  
      10'b00_0000_0100: bus = registers[word*(k-8)-1 : word*(k-9)];  
      default: bus = {word{1'b0}};	 
	endcase
end
endmodule
module reg16(clk, load, vecin, vecout);
input clk, load;
input [15:0] vecin;
output [15:0] vecout;
reg [15:0] vecout;
always @(posedge clk)
	if (load)
		vecout <= vecin;
endmodule
module top(clk, Din, run, resetn, done, bus_out, registers, counter_out);
parameter word = 16;
parameter r = 8;
input [word-1:0] Din;
input clk, run, resetn;
output done;
output [word-1:0] bus_out;
output [word*r-1:0] registers;	 
output [1:0] counter_out;
wire clear;
wire IRin, Ain, Gin;
wire DINout, Gout;
wire [7:0] Rout, Rin;
wire [word-1:0] IR, bus ,R_0, R_1, R_2, R_3, R_4, R_5, R_6, R_7, G_to_mux, alu_to_G, A_to_alu;
wire [8:0] IR_to_control;
wire [1:0] alu_op;
wire [1:0] counter;
assign registers = {R_7, R_6, R_5, R_4, R_3, R_2, R_1, R_0},
		 bus_out = bus,
		 IR_to_control = IR[8:0],
		 counter_out = counter;
counter counter1 (
	.clk(clk),
	.clear(clear),
	.count(counter) 
);
control_unit control_unit1 (
    .run(run),
	 .resetn(resetn),
	 .IR(IR_to_control),
	 .counter(counter),
	 .clear(clear),
	 .IRin(IRin),
	 .DINout(DINout),
	 .Rout(Rout),
	 .Gout(Gout),
	 .Rin(Rin),
	 .Gin(Gin),
	 .Ain(Ain),
	 .alu_op(alu_op), 
	 .done(done)
);
mux4x16 mux1 (
	.din(Din),
	.registers({G_to_mux, R_7, R_6, R_5, R_4, R_3, R_2, R_1, R_0}),
	.select({Rout, Gout, DINout}),
	.bus(bus)
);
alu alu1 (
	.alu_op(alu_op),
	.A(A_to_alu),
	.bus(bus),
	.G(alu_to_G)
);
reg16 IR1 (
	.clk(clk),
	.load(IRin),
	.vecin(Din),
	.vecout(IR)
);
reg16 R0 (
	.clk(clk),
	.load(Rin[0]),
	.vecin(bus),
	.vecout(R_0)
);
reg16 R1 (
	.clk(clk),
	.load(Rin[1]),
	.vecin(bus),
	.vecout(R_1)
);
reg16 R2 (
	.clk(clk),
	.load(Rin[2]),
	.vecin(bus),
	.vecout(R_2)
);
reg16 R3 (
	.clk(clk),
	.load(Rin[3]),
	.vecin(bus),
	.vecout(R_3)
);
reg16 R4 (
	.clk(clk),
	.load(Rin[4]),
	.vecin(bus),
	.vecout(R_4)
);
reg16 R5 (
	.clk(clk),
	.load(Rin[5]),
	.vecin(bus),
	.vecout(R_5)
);
reg16 R6 (
	.clk(clk),
	.load(Rin[6]),
	.vecin(bus),
	.vecout(R_6)
);
reg16 R7 (
	.clk(clk),
	.load(Rin[7]),
	.vecin(bus),
	.vecout(R_7)
);
reg16 A (
	.clk(clk),
	.load(Ain),
	.vecin(bus),
	.vecout(A_to_alu)
);
reg16 G (
	.clk(clk),
	.load(Gin),
	.vecin(alu_to_G),
	.vecout(G_to_mux)
);
endmodule
==> run.sh <==
#!/bin/bash
# OpenROAD 26Q1-2900-gdf79404cd8, Yosys 0.63+post, stock flow scripts
make -C /OpenROAD-flow-scripts/flow DESIGN_CONFIG=/design/flow/config.mk WORK_HOME=/design/flow/orfs finish
==> config.mk <==
export PLATFORM = sky130hd
export DESIGN_NAME = top
export DESIGN_NICKNAME = top
export VERILOG_FILES = /design/flow/design.v
export SDC_FILE = /design/flow/constraint.sdc
export NUM_CORES = 4
export LEC_CHECK = 1
export CORE_UTILIZATION = 40
==> constraint.sdc <==
current_design top

set clk_period 9.7
set clk_io_pct 0.2

create_clock -name clk0 -period $clk_period [get_ports {clk}]

set non_clock_inputs [all_inputs -no_clocks]
set_input_delay [expr $clk_period * $clk_io_pct] -clock clk0 $non_clock_inputs
set_output_delay [expr $clk_period * $clk_io_pct] -clock clk0 [all_outputs]
==> flow_metrics.tcl <==
# place-and-route summary
set metrics [dict create \
    status "finished, final reports clean" \
    async_flop_share_pct 0 \
    routed_wirelength_um 25700 \
    worstSetupPathType "primary input to register" \
    setup_viol 0 \
    slew_violations 0 \
    port_buffers 165 \
    postCtsHoldBufs 0 \
    grt_overflow_total 0 \
    viasPerCell 5.88 \
    edf_count 169 \
    irDropWorstVdd_mv 0.126 \
    grt_usage_pct 25.7 \
    cts.sinks 171 \
    root_buffer "clkbuf_16" \
    dieHeight_um 146 \
    drv_cap 0 \
    flop_cell "edfxtp_1" \
    p_int_mw 1.28 \
    postPlaceCellArea_um2 10400 \
    seq_power_share_pct 49.6 \
    ys_types 73 \
    tns_ps 0 \
    drive_above_1_share_pct 10.8 \
    grt_max_degree 33 \
    netlist_area_um2 8270 \
    core_region_area_um2 20200 \
    crit_start "resetn" \
    syn_inst 610 \
    power.switching_uw 353 \
    ioPinCount 166 \
    route.detailed.drc 0 \
    clock.fmax_mhz 123 \
    num_rows 52 \
    dr.pass1.iters 6 \
    routedWlPerCell_um 23.8 \
    vias 6325 \
    r2r_start "counter1.count[0]" \
    power.density_nw_per_um2 149 \
    largest_area_cell "edfxtp_1" \
    area_growth_pct 33.0 \
    chip_area_um2 21300 \
    critPathMaxFanout 13 \
    final_antenna_net_count 0 \
    critical_path.endpoint_type "register" \
    topCellsByArea "edfxtp_1 61%, a22o_1 5.3%, ha_1 3.2%" \
    cts_setup_buffers 0 \
    p_leak_nw 3.93 \
    cts_tree "yes" \
    avgSynthCellArea_um2 13.6 \
    post-route-min-period_ps 8130 \
    power_frac_clock_pct 44.9 \
    hpwl_um 18700 \
    fin_cells 1076 \
    top_cells_by_count "169 x edfxtp_1, 50 x a22o_1, 32 x a22oi_1, 29 x nand2_1, 29 x nor2_1" \
    cts_inserted_buffers 17 \
    min_from "A.vecout[12]" \
    rsz0062_at_grt "no" \
    htreeDepth 4 \
    required_ps 9860 \
    critPathLaunchType "primary input" \
    cts_resized 0 \
    fillers 1572 \
    clk_latency_ps 420 \
    finalClockSkew_ps 11.1 \
    yosysWarnings 5 \
    hold_viol_final 0 \
    drt_iter0_markers 621 \
    ys.flops 171 \
    power_frac_comb_pct 5.5 \
    grt_pass1_vias 6270 \
    final_area_um2 11000 \
    clkTransAtPathRegs_ps 70 \
    slew-limit-headroom_pct 40.9 \
    dp.cells 1044 \
    top_area_share_pct 61.3 \
    die_w_um 146 \
    grt_first_pass_wirelength_um 38000 \
    sw_frac_of_total_pct 21.6 \
    n_antenna_cell 0 \
    tightestPinTransition_ps 884 \
    crit_arrival_ps 8300 \
    cts_max_path_buffers 2 \
    post-route-period-util_pct 83.9 \
    ys_cells 610 \
    fp-utilization_pct 40.9 \
    gp_congestion 0.934 \
    antenna_found_initial 0 \
    ys_seq_share_pct 61.8 \
    synth.most_common_cell "edfxtp_1" \
    hold_class "register to register" \
    ys_area_um2 8270 \
    warning_count 28 \
]
==> cells in the final DEF, fill, tap and decap left out, drive strengths merged, types with 3 or more instances in the layout <==
cell type        n
a32oi            7
a221oi           4
edfxtp         169
xor2            12
nor2            29
buf             27
inv             27
and2             3
ha              21
a222oi          10
o31ai            3
nor4b            6
a21oi           13
nor4            13
o211ai           5
or3              4
a31oi            3
nand2           31
clkdlybuf4s50  165
clkbuf          18
nand3           22
nor3b            4
nor3            12
xnor2           13
and3b            3
nand2b           4
a211oi           4
a22o            50
nand4            6
bufinv           4
o21bai           3
mux2i            3
nor2b            8
a22oi           32
o21ai           21
and3             8
nor4bb           3
or2              3
==> area by class of cell <==
cell class	instances	area, µm²	area share, %
clock inverters	14	205	1.86
repair buffers	192	1850	16.9
multi-input cells	390	2980	27.1
flip-flops and latches	171	5110	46.5
clock buffers	18	429	3.90
inverters	21	78.8	0.716
well taps	270	338	3.07
==> sequential cells by signal (all words and copies together) (netlist names) <==
signal          cells
R7.vecout          16
G.vecout           16
R2.vecout          16
R3.vecout          16
counter1.count      2
A.vecout           16
R6.vecout          16
R5.vecout          16
R1.vecout          16
R4.vecout          16
R0.vecout          16
IR1.vecout          9
==> through the flow <==
stage | power (mW) | setup slack [ps] | hold slack [ps] | utilization, %
finish | 1.64 | 1570 | 579 | 54.4
global route | 1.68 | 938 | 608 | 54.4
CTS | 1.65 | 1610 | 587 | 54.4
detailed placement | 0.916 | 1160 | 562 | 51.2
global placement | 0.916 | 1460 | 565 | 51.2
floorplan | 0.884 | 2840 | 528 | -
==> worst paths after layout <==
| path | endpoint | slack (ps) | cells after the start |
|---|---|---|---|
| max reg2reg | G.vecout[15] | 2150 | 26 |
| min reg2reg | G.vecout[12] | 580 | 2 |
| min | G.vecout[12] | 580 | 2 |
| max | G.vecout[15] | 1570 | 22 |
==> critical path, stage by stage <==
cell and delay [ps]:
clkdlybuf4s50_1 530, nand3b_1 230, a21oi_1 270, o211ai_4 190, nor4b_4 690, a222oi_1 260, nand3_1 430, inv_1 100
ha_1 310, mux2i_1 240, ha_1 280, nor2b_1 120, o21ai_0 180, a21boi_0 170, o41ai_1 440, o21ai_0 200
nor4_1 280, o41a_1 230, o21ai_0 320, and4_1 350, o41ai_1 430, nand3_2 90
==> layer usage <==
layer  GRT usage, %  routed length, µm  part of all wire, %
met4           3.26                338                  1.3
met2           37.7              12000                   47
met3           10.5               2910                   11
met1           39.6              10400                   40
met5          0.455                  0                    0
==> power groups by stage <==
stage	registers, mW	clock network (mW)	logic, mW
finish	0.811	0.734	0.0905
CTS	0.811	0.745	0.0900
global route	0.811	0.771	0.0984
==> kinds of logic (layout without fill, tap and decap cells) <==
| logic type | after synthesis | count (layout) | synth area share, % |
|---|---|---|---|
| compound gates | 171 | 171 | 16.2 |
| xor+xnor | 25 | 25 | 2.65 |
| fa+ha+maj | 22 | 22 | 3.42 |
| buf+inv | 49 | 245 | 2.60 |
| flops | 171 | 171 | 61.8 |
| mux | 4 | 4 | 0.499 |
| simple gates | 168 | 168 | 12.8 |
Power figures rest on the tool's default switching activity, not on a simulated workload.
